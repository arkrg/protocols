==> flow/config.mk <==
export PLATFORM = sky130hd
export DESIGN_NAME = fifo
export DESIGN_NICKNAME = fifo
export VERILOG_FILES = /design/flow/design.v
export SDC_FILE = /design/flow/constraint.sdc
export NUM_CORES = 4
export LEC_CHECK = 1
export CORE_UTILIZATION = 50
==> flow/constraint.sdc <==
current_design fifo

set clk_period 5.2
set clk_io_pct 0.2

create_clock -name clk0 -period $clk_period [get_ports {clk}]

set non_clock_inputs [all_inputs -no_clocks]
set_input_delay [expr $clk_period * $clk_io_pct] -clock clk0 $non_clock_inputs
set_output_delay [expr $clk_period * $clk_io_pct] -clock clk0 [all_outputs]
==> flow/design.v <==
package apb_pkg;
  parameter int NUM_SLAVE = 4;
  parameter int ADDR_WIDTH = 32;
  parameter int DATA_WIDTH = 32;
endpackage
package apb_pkg;
  localparam int NUM_COMP = 5;
  localparam int ADDR_WIDTH = 32;
  localparam int DATA_WIDTH = 32;
endpackage
package uart_pkg;
 localparam int OSR = 16;
 localparam int DATALEN = 8;
  typedef enum {
    IDLE,
    START,
    DATA,
    STOP
  } states_e;
endpackage
package cnt_pkg;
  localparam int DIV = 1_000;
  localparam int MAX_COUNT = 10;
  localparam int DIV_1KHZ = 100;   
  parameter int WIDTH_COUNTER = $clog2(DIV);
endpackage
module fifo #(
    parameter int WIDTH_DATA = 8,
    parameter int DEPTH_DATA = 16
) (
    input  logic                  clk,
    input  logic                  rst,
    input  logic                  wr,
    input  logic                  rd,
    input  logic [WIDTH_DATA-1:0] wdata,
    output logic [WIDTH_DATA-1:0] rdata,
    output logic                  full,
    output logic                  mpty
);
  localparam int WIDTH_ADDR = $clog2(DEPTH_DATA);
  logic [WIDTH_ADDR-1:0] waddr, raddr;
  logic w_en;
  fifo_mem #(
      .WIDTH_DATA(WIDTH_DATA),
      .DEPTH_DATA(DEPTH_DATA)
  ) u_ram (
      .*,
      .w_en
  );
  fifo_controller #(
      .WIDTH_DATA(WIDTH_DATA),
      .DEPTH_DATA(DEPTH_DATA)
  ) u_ctrl (
      .*
  );
  assign w_en = wr & (~full);
endmodule
module fifo_mem #(
    parameter int WIDTH_DATA = 8,
    parameter int DEPTH_DATA = 4,
    parameter int WDITH_ADDR = $clog2(DEPTH_DATA)
) (
    input logic clk,
    input logic w_en,
    input logic [WDITH_ADDR-1:0] waddr,
    input logic [WDITH_ADDR-1:0] raddr,
    input logic [WIDTH_DATA-1:0] wdata,
    output logic [WIDTH_DATA-1:0] rdata
);
  logic [WIDTH_DATA-1:0] mem[DEPTH_DATA];
  always_ff @(posedge clk) begin
    if (w_en) begin
      mem[waddr] <= wdata;
    end
  end
  assign rdata = mem[raddr];
  genvar i;
  generate
    for (i = 0; i < DEPTH_DATA; i++) begin : gen_mem_
      logic [WIDTH_DATA-1:0] mem_;
      assign mem_ = mem[i];
    end
  endgenerate
endmodule
module fifo_controller #(
    parameter int WIDTH_DATA = 8,
    parameter int DEPTH_DATA = 4,
    parameter int WDITH_ADDR = $clog2(DEPTH_DATA)
) (
    input logic clk,
    input logic rst,
    input logic wr,
    input logic rd,
    output logic [WDITH_ADDR-1:0] waddr,
    output logic [WDITH_ADDR-1:0] raddr,
    output logic mpty,
    output logic full
);
  logic c_swptr, n_swptr;
  logic c_srptr, n_srptr;
  logic [WDITH_ADDR-1:0] c_rptr, n_rptr;
  logic [WDITH_ADDR-1:0] c_wptr, n_wptr;
  assign waddr = c_wptr;
  assign raddr = c_rptr;
  always_ff @(posedge clk or posedge rst) begin
    if (rst) begin
      c_wptr  <= 0;
      c_swptr <= 0;
      c_rptr  <= 0;
      c_srptr <= 0;
    end else begin
      c_wptr  <= n_wptr;
      c_swptr <= n_swptr;
      c_rptr  <= n_rptr;
      c_srptr <= n_srptr;
    end
  end
  always_comb begin
    n_wptr  = c_wptr;
    n_swptr = c_swptr;
    if (wr) begin
      if (~full) begin
        if (c_wptr == DEPTH_DATA - 1) begin
          n_wptr  = 0;
          n_swptr = ~c_swptr;
        end else begin
          n_wptr = c_wptr + 1;
        end
      end
    end
  end
  always_comb begin
    n_rptr  = c_rptr;
    n_srptr = c_srptr;
    if (rd) begin
      if (~mpty) begin
        if (c_rptr == DEPTH_DATA - 1) begin
          n_rptr  = 0;
          n_srptr = ~c_srptr;
        end else begin
          n_rptr = c_rptr + 1;
        end
      end
    end
  end
  assign full = (c_wptr == c_rptr) && (c_swptr != c_srptr);
  assign mpty = (c_wptr == c_rptr) && (c_swptr == c_srptr);
endmodule
==> flow/run.sh <==
#!/bin/bash
# OpenROAD 26Q1-2900-gdf79404cd8, Yosys 0.63+post, stock flow scripts
make -C /OpenROAD-flow-scripts/flow DESIGN_CONFIG=/design/flow/config.mk WORK_HOME=/design/flow/orfs finish
==> reports/qor.csv <==
metric,value,unit
Peak VDD IR,0.253,mV
grt met1 use,36.4,%
Final Critical Period,4150,ps
Area leader share,65.8,%
first-pass GRT wire length,16700,um
GR Util met3,8.27,%
1st-iter DRT viols,138,
DP HPWL,6920,um
GPL Wtd Cong,0.813,
met2 Track Usage GR,29.0,%
Post-synth top cells,"edfxtp_1, mux2i_1, mux4_2, a221oi_2, nor2_1",
post-synth top area cell,edfxtp_1,
PortBufs,21,
die area,12100,um^2
post-layout period usage,79.8,%
global route hottest layer,met1,
Yosys top cell by instances,edfxtp_1,
synthesis area per yosys,5840,um^2
RSZ-0062 raised after global routing,no,
crit path DAT,3110,ps
drt via density,5.75,
Pins Over Slew Limit,0,
fmax,241,MHz
Routed WL,10400,um
ranking of synthesized cells by area,"edfxtp_1, mux4_2, mux2i_1",
kind of critical path,reg2out,
Setup TNS,0,ps
worst-path fanout max,35,
max cap viols,0,
worst-margin pin slew,967,ps
vias,2884,
FP Core Util,51.2,%
Log Warnings,28,
power per cell area,566,nW/um^2
"Clk Latency, worst-skew pair",400,ps
DRC Markers,0,
Flop pwr share,39.9,%
Final Setup Violations,0,
Post-CTS Setup Repair Bufs,0,
clock skew,5.34,ps
ant diodes,0,
Die Ht,110,um
Max-slew headroom,35.3,%
Netlist cell types,37,
Synth Seq Share,70.1,%
"CTS clk-pin slew, worst paths",60,ps
share of layout cells above drive strength 1,23.4,%
Post-synth regs,138,
routed len/inst,20.7,um
root buffer cell,clkbuf_16,
Pre-antenna DRT Iters,20,
Layout Area Growth over Synthesis,14.6,%
Core Area,11400,um^2
Switching Fraction,31.8,%
post-CTS resize count,0,
switching power,1.21,mW
status,"finished, final reports clean",
crit path DRT,4160,ps
warnings from Yosys,2,
H-tree depth,4,
final non-filler cell total,502,
Rows,39,
yosys cell count,315,
final core utilization,58.6,%
Mapped Cells,315,
asr flop ratio synth,7.25,%
Logic pwr share,30.9,%
Filler cells,867,
number of enable flip-flop cells,128,
final tally of hold violations,0,
total grt overflow,0,
P_leak,2.29,nW
top_reg_cell synth,edfxtp_1,
Total Routing Usage GR,20.9,%
Die Width,110,um
Hold Worst Slack,616,ps
syn avg cell area,18.5,um^2
Internal Power,2.58,mW
Clock Sinks,138,
Detail Route Antenna Nets,0,
CTS tree,yes,
Top Ports,22,
clock tree buffer depth,2,
antenna violations before repair,0,
startpoint types,flop,
clock share of power,29.1,%
post-synthesis cell area,5840,um^2
number of global-route vias before repair,3032,
CTS Buf Count,17,
dpl cells,470,
Worst Setup End Kind,output port,
pin count of the biggest net entering global routing,36,
Hold Crit Class,reg2reg,
hold_buf cts,0,
-- critical path, stage by stage, from the launching register on --
cell             delay (ps)
dfrtp_2                 800
buf_4                   590
mux2i_1                 220
a221oi_2                330
o21ai_0                 130
nand2_1                 140
clkdlybuf4s50_1         470
-- sequential cells by signal (all words and copies together), names as in the netlist --
name	count
u_ctrl.c_srptr	1
u_ctrl.c_wptr	4
u_ctrl.c_swptr	1
u_ram.mem	128
u_ctrl.c_rptr	4
-- layout by cell type, fill, tap and decap left out, types with 5 or more instances in the layout --
master           Yosys  final
nand2_1             10     10
mux4_2              16     16
nor2_1              15     15
ha_1                 5      5
dfrtp_1             10      9
xnor2_1              7      7
inv_1                5      5
a22oi_1              8      8
mux2i_1             32     32
clkbuf_16            0     17
o21ai_0              8      8
buf_4                4      9
a221oi_2            15     15
edfxtp_1           128    128
clkdlybuf4s50_1      0     21
-- per-layer routing --
layer | share of wire (%) | wire length (um)
met4 | 1.2 | 121
met5 | 0 | 0
met3 | 7.7 | 798
met1 | 45 | 4730
met2 | 46 | 4760
-- layout make-up --
| cell class | count | area, um^2 | share of cell area (%) |
|---|---|---|---|
| Sequential cell | 138 | 4100 | 61.2 |
| Tap cell | 143 | 179 | 2.67 |
| Timing Repair Buffer | 30 | 278 | 4.15 |
| Clock inverter | 14 | 123 | 1.83 |
| Inverter | 6 | 22.5 | 0.337 |
| Clock buffer | 18 | 429 | 6.41 |
| Multi-Input combinational cell | 153 | 1570 | 23.4 |
-- path summary, 6_finish.rpt --
| path | from | endpoint | slack, ps | cells after the start |
|---|---|---|---|---|
| setup / recovery | u_ctrl.c_rptr[0]$_DFFE_PP0P_ | rdata[3] | 1050 | 6 |
| hold / removal | u_ctrl.c_swptr$_DFFE_PP0P_ | u_ctrl.c_swptr$_DFFE_PP0P_ | 620 | 1 |
| setup reg to reg | u_ctrl.c_rptr[0]$_DFFE_PP0P_ | u_ram.mem[12][6]$_DFFE_PP_ | 2510 | 4 |
| hold reg to reg | u_ctrl.c_swptr$_DFFE_PP0P_ | u_ctrl.c_swptr$_DFFE_PP0P_ | 620 | 1 |
| max in group asynchronous | rst | u_ctrl.c_rptr[0]$_DFFE_PP0P_ | 3930 | 2 |
| min in group asynchronous | rst | u_ctrl.c_wptr[0]$_DFFE_PP0P_ | 930 | 2 |
-- kinds of logic (layout without fill, tap and decap cells) --
family,Yosys count,in the layout,share of synthesized area [%]
AND-OR/OR-AND,49,49,8.68
AND/OR/NAND/NOR,38,38,3.04
adder cells (fa/ha/maj),5,5,1.07
multiplexers,52,52,12.4
flip-flops,138,138,70.1
buffers and inverters,24,68,3.08
XOR/XNOR,9,9,1.61
-- per-stage QoR --
stage	worst slack (ps)	cell area (um^2)	total power, mW
floorplan	2830	5840	2.40
global placement	1430	6140	2.72
detailed placement	1420	6140	2.72
CTS	965	6690	3.84
global route	762	6690	4.01
finish	1050	6690	3.79
-- power by group through the flow --
stage	Clock, mW	Sequential [mW]	Combinational [mW]
CTS	1.13	1.52	1.19
global route	1.18	1.54	1.29
finish	1.10	1.51	1.17
Power is estimated from default activity; no workload was simulated.
